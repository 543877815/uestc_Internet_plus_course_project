==> design/flow/design.v <==
`timescale 1ns / 1ps
module MUX2X32(A0,A1,S,Y);
    input [31:0] A0,A1;
    input S;
    output [31:0] Y;
    function [31:0] select;
        input [31:0] A0,A1;
        input S;
            case (S)
                0:select = A0;
                1:select = A1;
            endcase
    endfunction
    assign Y = select(A0,A1,S);
endmodule
module MUX2X32_TEST;
    reg [31:0] A0,A1;
    reg S;
    wire [31:0] Y;
    MUX2X32 MUX2X32_test(.A0(A0), .A1(A1), .S(S), .Y(Y));
        initial begin;
          A0 = 'b11111111111111111111111111111111;
          A1 = 'b00100010001000100010001000100010;
          S = 1;
          #20;
           A0 = 'b11111111111111111111111111111111;
           A1 = 'b00100010001000100010001000100010;
           S = 0;
        end
endmodule
`timescale 1ns / 1ps
module SHIFTER_32(X,Sa,Arith,Right,Sh);
    input [31:0] X;
    input [4:0] Sa;
    input Arith,Right;
    output [31:0] Sh;
    wire [31:0] T4,S4,T3,S3,T2,S2,T1,S1,T0;
    wire a = X[31]&Arith;
    wire [15:0]e = {16{a}};
    parameter z = 16'b0;
    wire [31:0] L1u,L1d,L2u,L2d,L3u,L3d,L4u,L4d,L5u,L5d;
    assign L1u = {X[15:0],z};
    assign L1d = {e,X[31:16]};
    MUX2X32 M1l(L1u,L1d,Right,T4);
    MUX2X32 M1D(X,T4,Sa[4],S4);
    assign L2u = {S4[23:0],z[7:0]};
    assign L2d = {e[7:0],S4[31:8]};
    MUX2X32 M2l(L2u,L2d,Right,T3);
    MUX2X32 M2D(S4,T3,Sa[3],S3);
    assign L3u = {S3[27:0],z[3:0]};
    assign L3d = {e[3:0],S3[31:4]};
    MUX2X32 M3l(L3u,L3d,Right,T2);
    MUX2X32 M3D(S3,T2,Sa[2],S2);
    assign L4u = {S2[29:0],z[1:0]};
    assign L4d = {e[1:0],S2[31:2]};
    MUX2X32 M4l(L4u,L4d,Right,T1);
    MUX2X32 M4D(S2,T1,Sa[1],S1);
    assign L5u = {S1[30:0],z[0]};
    assign L5d = {e[0],S1[31:1]};
    MUX2X32 M5l(L5u,L5d,Right,T0);
    MUX2X32 M5D(S1,T0,Sa[0],Sh);
endmodule
module SHIFTER_32_TEST;
reg [31:0] X;
reg [4:0] Sa;
reg Arith,Right;
wire [31:0] Sh;
SHIFTER_32 shifter_test( .X(X), .Sa(Sa), .Arith(Arith), .Right(Right), .Sh(Sh));
    initial begin
      X = 'b00000000000000000000000000000001;
      Sa = 'b00111;
      Arith = 0;
      Right = 0;
      #20;
      X = 'b00000000000000000000000000000001;
      Sa = 'b00111;
      Arith = 1;
      Right = 0;
      #20;
      X = 'b10000000000000000000000000000000;
      Sa = 'b00111;
      Arith = 0;
      Right = 1;
      #20;
      X = 'b10000000000000000000000000000000;
      Sa = 'b00111;
      Arith = 1;
      Right = 1;
    end
endmodule
==> design/flow/run.sh <==
#!/bin/bash
# OpenROAD 26Q1-2900-gdf79404cd8, Yosys 0.63+post, stock flow scripts
make -C /OpenROAD-flow-scripts/flow DESIGN_CONFIG=/design/flow/config.mk WORK_HOME=/design/flow/orfs finish
==> design/flow/config.mk <==
export PLATFORM = sky130hd
export DESIGN_NAME = SHIFTER_32
export DESIGN_NICKNAME = SHIFTER_32
export VERILOG_FILES = /design/flow/design.v
export SDC_FILE = /design/flow/constraint.sdc
export NUM_CORES = 4
export LEC_CHECK = 1
export CORE_UTILIZATION = 30
==> design/flow/constraint.sdc <==
current_design SHIFTER_32

set clk_period 4.3
set clk_io_pct 0.2

create_clock -name clk0 -period $clk_period

set non_clock_inputs [all_inputs -no_clocks]
set_input_delay [expr $clk_period * $clk_io_pct] -clock clk0 $non_clock_inputs
set_output_delay [expr $clk_period * $clk_io_pct] -clock clk0 [all_outputs]
==> run notes <==
The following summarizes the physical implementation.

Status
The run finished with clean final reports.

Detailed routing
According to the report, the first pass of detailed routing completed in 7 iterations. In the detailed route, the total length drawn on met2 is 11040 um. The via density per instance is 6.474. The routed wirelength normalized by instance count is 22.96 um.

0 antenna diodes ended up in the layout. The number of remaining DRC errors is 0. The remaining number of nets flagged by the antenna check after routing is 0. The wire length recorded after detailed routing is 24360 um. The number of DRC markers in iteration 0 is 724. For this block, wires on met1 add up to 10000 um.

The via count is 6869. The top metal layer carrying routed signals is met5. After detailed routing, the met3 layer carries 2102 um of wire.

Job
The reported max-cap violation count is 0. Warnings raised by the tools during the run amount to 33.

Critical path
For reference, the most critical setup path is categorized as in -> out. According to the timing report, the data required time at the worst endpoint equals 3.44 ns. The stage delay of the slowest cell on the critical path is 0.50 ns.

Among all stages on the critical path, the largest delay is contributed by clkdlybuf4s50_1. The buffer-and-inverter tally for the worst setup path is 3. The origin of the worst setup path is X[1]. The report shows a maximum critical-path fanout of 7.

The timing report attributes the biggest portion of critical-path delay to buffers and inverters. The critical path arrival is 3.39 ns. The endpoint class of the critical path is a primary output. The worst setup path is launched from an input port. Listed in order, past its start point the critical path passes clkdlybuf4s50_1, buf_4, mux2i_1, nand3_1, nand4_1, a32oi_1, a211oi_1, a211oi_1, clkdlybuf4s50_1.

Final layout
The final non-filler cell total is 1061. Registers take 0 sq um. The ratio of cells with drive above 1 in the final layout is 29.21%. The area added between synthesis and finish is 44.62%. The number of clock buffers in the layout is 0. The design has 0 sequential cells.

Synth
Counting instances in the post-synthesis netlist gives the leading cell types as a21oi_1 (67), nand2_1 (59), nor2_1 (51). The synthesized-area fraction occupied by xor and xnor cells is 0%. The post-synthesis chip area from yosys is 4649 sq um. The post-synthesis adder-cell area fraction is 0%.

The top-area cell type share of the netlist area is 7.212%. The proportion of synthesized chip area in sequential cells is 0%. The number of cell instances after yosys synthesis is 713. The multiplexer share of the synthesized area is 11.98%. The most frequent cell after synthesis is a21oi_1. For reference, simple AND, OR, NAND and NOR cells occupy 29.06% of the area reported after synthesis. For reference, the post-synthesis area per instance comes to 6.521 sq um.

The instance count of the mapped netlist is 713. The mapped netlist covers 4649 sq um. The synthesized netlist devotes 48.06% of its cell area to compound gates. The largest non-sequential cell family by area is AND-OR/OR-AND gates. In the post-synthesis netlist, the biggest area contributors are a21oi_1 (7.2%), mux2i_1 (6.9%), nand2_1 (4.8%), a211oi_1 (4.5%), nor3_1 (4.4%).

After synthesis, the netlist uses 80 different library cells. The cell type that accounts for the most area after synthesis is a21oi_1. The synthesis report lists the Yosys warning total as 1.

Die
According to the I/O placement log, the pin count is 71. The height of the die is 126.5 um. The total area inside the core boundary comes to 15150 sq um.

The effective utilization at floorplan is 30.70%. In this run the horizontal extent of the chip is 126.5 um. The report lists the number of standard-cell rows as 45. The chip occupies 16000 sq um.

Power
The total power of the final layout is 894.9 uW. The cell leakage power is 2.638 nW. Total power normalized to cell area comes to 133.1 nW/um^2. The peak ir drop on the vdd network is 0.00004475 V.

Hold path
Looking at the hold checks, the worst path lands on Sh[14]. STA lists the startpoint of the worst hold path as Sa[1]. The worst hold-check path type is in -> out.

In the hold timing report, the worst path depth is 5.

GRT
The global-route wire length before repair is 37530 um. The maximum number of pins on one net before global-route repair is 91. The via count of the first global-routing pass is 6488. The leftover overflow at the end of global routing is 0. The number of antenna violations at the first check in global routing is 1.

The combined global-route utilization of all metal layers is 30.81%.

STA
The worst slew margin relative to its limit is 61.61%. The last timing report of the flow puts the setup violation total at 0. The minimum clock period is 4.253 ns.

The worst slack on hold paths is 2.675 ns. The final-layout setup total negative slack is 0 ns. The maximum clock frequency is 235.1 MHz. Setup repair after global routing could not meet its margin everywhere. The final hold violation count is 0.

The slew at the pin closest to its max-slew limit is 0.5753 ns. The final timing summary puts the cycle share of the worst path at 98.92%. Per the final report, max-transition violations number 0.

Placement
The count of buffers inserted at the top-level ports is 71. The last weighted congestion value of the routability-driven placer is 1.030. The detailed placer reported the number of placed instances as 1052. Note, the detailed placer reported a final HPWL of 19230 um.

CTS
The post-cts hold buffer count is 0.
## cell families after synthesis
group,Yosys count
AND-OR/OR-AND,305
buffers and inverters,95
multiplexers,47
AND/OR/NAND/NOR,266
## stage by stage
stage | worst slack, ns | utilization (%) | area (sq um)
2_1_floorplan | 1.011 | - | 4649
3_3_place_gp | -0.2674 | 42.55 | 6445
3_5_place_dp | -0.2961 | 42.55 | 6445
4_1_cts | 0.008951 | 43.03 | 6518
5_1_grt | -0.07153 | 44.39 | 6724
6_report | 0.04657 | 44.39 | 6724
## placed cells by master (no fill, tap or decap), drive strengths merged, types with 4 or more instances in the layout
cell and instances:
nor2b 9, nor4 5, nand4 7, o32a 4
nand3b 7, o21ai 43, a211o 10, mux4 6
mux2i 32, buf 178, nand3 38, o211ai 24
a21oi 70, o211a 5, a2bb2oi 4, a311oi 10
a221oi 10, dlymetal6s2s 5, o221ai 10, o22ai 6
a211oi 28, nand2 59, nor2 52, mux2 9
nor3 41, and2 4, o32ai 6, clkdlybuf4s50 58
nor3b 7, o31ai 6, nand2b 21, and3 4
inv 9, a31oi 23
## metal layers
| metal | vias to the layer above | track usage (%) |
|---|---|---|
| met5 | - | 0 |
| met4 | 2 | 14.32 |
| met3 | 84 | 4.598 |
| met2 | 391 | 48.88 |
| met1 | 3249 | 41.31 |
| li1 | 3143 | - |
## final cells by class
| class | count | area, sq um |
|---|---|---|
| inverters | 10 | 41.29 |
| repair buffers | 245 | 2132 |
| well taps | 188 | 235.2 |
| multi-input cells | 618 | 4315 |
| fillers | 1557 | 8422 |
## how the worst max path moves through the flow
stage | endpoint | slack [ns] | cells past startpoint
6_report | Sh[23] | 0.05 | 9
5_1_grt | Sh[23] | -0.07 | 9
4_1_cts | Sh[23] | 0.009 | 10
## report_power, final
part	total, mW	internal, mW	switching (mW)	leakage (nW)
clock network	0	0	0	0
registers	0	0	0	0
logic	0.895	0.423	0.472	2.64
## what timing repair did
action / in CTS / in global routing
setup endpoints to repair: 32 / 26
pin swaps: 12 / 7
gates cloned: 0 / 0
setup buffers: 4 / 5
resized: 15 / 36
hold endpoints to repair: 0 / 0
No activity file was given, so power comes from the tool's default toggle rates.
